File: /design/flow/run.sh
#!/bin/bash
# OpenROAD 26Q1-2900-gdf79404cd8, Yosys 0.63+post, stock flow scripts
make -C /OpenROAD-flow-scripts/flow DESIGN_CONFIG=/design/flow/config.mk WORK_HOME=/design/flow/orfs finish
File: /design/flow/config.mk
export PLATFORM = sky130hd
export DESIGN_NAME = WWDG
export DESIGN_NICKNAME = WWDG
export VERILOG_FILES = /design/flow/design.v
export SDC_FILE = /design/flow/constraint.sdc
export NUM_CORES = 4
export LEC_CHECK = 1
export CORE_UTILIZATION = 40
File: /design/flow/constraint.sdc
current_design WWDG

set clk_period 6.1
set clk_io_pct 0.2

create_clock -name clk0 -period $clk_period [get_ports {clk}]

set non_clock_inputs [all_inputs -no_clocks]
set_input_delay [expr $clk_period * $clk_io_pct] -clock clk0 $non_clock_inputs
set_output_delay [expr $clk_period * $clk_io_pct] -clock clk0 [all_outputs]
File: /design/flow/design.v
module WWDG 
#(
 parameter WWDG_CR_SIZE  = 8,
 parameter WWDG_CFG_SIZE = 10,
 parameter WWDG_ST_SIZE  = 1,
 parameter BASE_ADR     = 32'h0110_0000,          
 parameter WWDG_CR_ADR  = BASE_ADR + 32'h0000_0000,
 parameter WWDG_CFG_ADR = BASE_ADR + 32'h0000_0004,
 parameter WWDG_ST_ADR  = BASE_ADR + 32'h0000_0008
)
(
 input clk,                                 
 input rst,                                
 input [WWDG_CFG_SIZE - 1:0] dat_m2s,
 input [31:0] adr_m2s,                   
 input cyc_m2s,       
 input we_m2s,    
 input stb_m2s, 
 output reg [WWDG_CFG_SIZE - 1:0] dat_s2m,    
 output reg ack_s2m,                           
 output reg wwdg_rst,                        
 output reg wwdg_ewi
);
localparam IDLE = 2'b00;
localparam READ = 2'b01;
localparam WRITE = 2'b10;
localparam WDGTB_0 = 2'b00;
localparam WDGTB_1 = 2'b01;
localparam WDGTB_2 = 2'b10;
localparam WDGTB_3 = 2'b11;
localparam WDGTB_DIV_0 = 4'b0001 - 1;
localparam WDGTB_DIV_1 = 4'b0010 - 1;
localparam WDGTB_DIV_2 = 4'b0100 - 1;
localparam WDGTB_DIV_3 = 4'b1000 - 1;
wire wdga;
wire ewi;
reg [WWDG_CR_SIZE - 1:0] wwdg_cr, wwdg_cr_next;
reg [WWDG_CFG_SIZE - 1:0] wwdg_cfg, wwdg_cfg_next;
reg [WWDG_ST_SIZE - 1:0] wwdg_st, wwdg_st_next;
reg [2:0] wwdg_pr_thr, wwdg_pr_thr_next;
reg [2:0] wwdg_pr_cnt, wwdg_pr_cnt_next;
reg wwdg_window_err, wwdg_window_err_next;
reg [1:0] w_state, w_state_next;
always @(posedge clk) begin
    if(rst) begin
        w_state <= IDLE;
        wwdg_cr <= 8'b0111_1111; 
        wwdg_cfg <= 10'b00_0111_1111;
        wwdg_st <= 0;
        wwdg_window_err <= 0; 
        wwdg_pr_cnt <= WDGTB_DIV_0;
        wwdg_pr_thr <= WDGTB_DIV_0;
    end
    else begin
        w_state <= w_state_next;
        wwdg_cr <= wwdg_cr_next;
        wwdg_cfg <= wwdg_cfg_next;
        wwdg_st <= wwdg_st_next;
        wwdg_window_err <= wwdg_window_err_next;
        wwdg_pr_cnt <= wwdg_pr_cnt_next;
        wwdg_pr_thr <= wwdg_pr_thr_next;
    end
end
always @(*) begin
    w_state_next = w_state;
    wwdg_cr_next = wwdg_cr;
    wwdg_cfg_next = wwdg_cfg;
    wwdg_st_next = wwdg_st;
    wwdg_window_err_next = wwdg_window_err;
    wwdg_pr_cnt_next = wwdg_pr_cnt;
    wwdg_pr_thr_next = wwdg_pr_thr;
    dat_s2m = 0;
    ack_s2m = 0;
    wwdg_rst = 0;
    wwdg_ewi = 0;
    if(wwdg_window_err) begin
        if(ewi) begin
            wwdg_ewi = 1;
        end
        wwdg_rst = 1;
    end
    if(wdga && !wwdg_window_err) begin
        if(wwdg_cr_next[6] == 0) begin
            if(ewi) begin
                wwdg_ewi = 1;
            end
            wwdg_rst = 1;
            wwdg_pr_cnt_next = 0;
            wwdg_st_next = 1;
        end
        else begin
            if (wwdg_pr_cnt_next == 0) begin
                wwdg_cr_next = wwdg_cr - 1;
                wwdg_pr_cnt_next = wwdg_pr_thr;
            end
            else begin
                wwdg_pr_cnt_next = wwdg_pr_cnt - 1;
            end
        end
    end
    case(w_state)
        IDLE: begin
            if(we_m2s == 0 && cyc_m2s == 1) begin 
                w_state_next = READ;
            end
            if(we_m2s == 1 && cyc_m2s == 1) begin 
                w_state_next = WRITE;
            end
        end
        READ: begin
            w_state_next = IDLE;
            ack_s2m = cyc_m2s & stb_m2s;
            case(adr_m2s)
                WWDG_CR_ADR: begin
                    dat_s2m = wwdg_cr; 
                end
                WWDG_CFG_ADR: begin
                    dat_s2m = wwdg_cfg;
                end
                WWDG_ST_ADR: begin
                    dat_s2m = wwdg_st;
                end
            endcase
        end
        WRITE: begin
            w_state_next = IDLE;
            ack_s2m = cyc_m2s & stb_m2s;
            case(adr_m2s)
                WWDG_CR_ADR: begin
                    if(wwdg_cr[6:0] > wwdg_cfg[6:0]) begin
                        if(ewi) begin
                            wwdg_ewi = 1;
                        end
                        wwdg_rst = 1;
                        wwdg_window_err_next = 1; 
                    end
                    else begin
                        wwdg_cr_next = dat_m2s;
                        wwdg_pr_cnt_next = wwdg_pr_thr_next;
                        wwdg_window_err_next = 0;
                    end
                end
                WWDG_CFG_ADR: begin
                    wwdg_cfg_next = dat_m2s;
                    case(wwdg_cfg_next[8:7])
                        WDGTB_0: begin
                            wwdg_pr_thr_next = WDGTB_DIV_0;
                        end
                        WDGTB_1: begin
                            wwdg_pr_thr_next = WDGTB_DIV_1;
                        end
                        WDGTB_2: begin
                            wwdg_pr_thr_next = WDGTB_DIV_2;
                        end
                        WDGTB_3: begin
                            wwdg_pr_thr_next = WDGTB_DIV_3;
                        end
                    endcase
                    wwdg_pr_cnt_next = wwdg_pr_thr_next;
                end
                WWDG_ST_ADR: begin
                    wwdg_st_next = dat_m2s;
                end
            endcase
        end
    endcase
end
assign wdga = wwdg_cr[7];
assign ewi = wwdg_cfg[9];
endmodule
==> run notes <==
Notes on the flow outputs.

- The run finished with clean final reports.
- The internal power of the cells is 0.311 mW.
- The number of buffers added by the clock tree synthesis step is 5.
- The number of levels in the clock H-tree reads 2.
- The largest net degree at the start of global routing reads 16.
- The synthesis report lists the Yosys warning total as 1.
- The mean routed wirelength per cell is 14.1 um.
- The number of antenna repair diodes reads 0.
- The total wire length is 4.74 mm.
- The number of global-route vias before repair is 1,746.
- The number of flops mapped to enable cells by yosys reads 0.
- In this run the remaining antenna-violating nets after routing total 0.
- The residual overflow from global routing is 0.
- The number of violations reported at the end of detailed-routing iteration 0 reads 81.
- The biggest fanout along the worst timing path reads 10.
- The clock root buffer master is sky130_fd_sc_hd__clkbuf_8.
- The highest layer touched by signal routing is met3.
- The critical path is of the primary input to output port type.
- The die footprint reads 5010 um^2.
- The total tool warning count reads 27.
- IR analysis of the VDD net gives a maximum drop of 0.121 mV.
- Yosys mapped the design onto 43 distinct sky130hd cell types.
- Per the layout report, the design carries 414 filler cells.
- The cell with the largest stage delay on the worst path is sky130_fd_sc_hd__or4_1.
- For the worst flop-to-flop path, the logic depth is 7.
- Routability-driven placement finished with a final weighted congestion of 0.846.
- The sequential area share after synthesis reads 0.307.
- The fraction of synthesized cell area taken by the top area cell type is 0.307.
- The final max-slew violation count reads 0.
- The report lists the power per cell area as 152 nW/um^2.
- The post-detailed-placement cell area is 2530 um^2.
- The power report attributes to the clock group a share of 0.400.
- The number of I/O port buffers is 59.
- The part of the power in registers is 0.478.
- The placeable core area reads 4440 um^2.
- For the final database, setup skew stands at 0.00380 ns.
- The tightest min-delay check is of the register to register type.
- The clock sink count is 29.
- The total cells reported by yosys after synthesis is 225.
- The global-route wire length before repair reads 8.48 mm.
- The share of the clock period used by the worst path is 0.817.
- The combined flip-flop and latch cell area is 581 um^2.
- After clock tree synthesis, the clock-pin slew on the worst setup and hold paths is 0.06 ns.
- According to the floorplan report, the die width is 70.8 um.
- The share of power burned in combinational logic is 0.123.
- The area of the synthesized netlist per yosys stat is 1890 um^2.
- The final count of negative-setup-slack endpoints is 0.
- The count of instances resized after the clock tree is built is 0.
- Headroom to the max-slew limit came out at 0.446.
- The later-pin clock latency in the skew report is 0.28 ns.
- The count of maximum capacitance violations is 0.
- Per the OpenROAD power report, leakage power amounts to 1.07 nW.
- The total negative slack is 0 ns.
- The mean instance size in the synthesized netlist reads 8.40 um^2.
- The commonest register cell after synthesis is sky130_fd_sc_hd__dfxtp_1.
- The slew of the pin with the lowest slew margin is 0.820 ns.
- The wire length on met1 is 2.42 mm.
- The number of failing hold endpoints at the final stage reads 0.
- In the floorplan report the effective utilization is 0.425.
- The row count is 24.
- The maximum root-to-sink buffer count reads 2.
- The leading area contributor after synthesis is sky130_fd_sc_hd__dfxtp_1.
- The placed wire-length estimate after detailed placement is 3.66 mm.
- The layout-stage area growth over the synthesis result is 38.6%.
- The die extent in y reads 70.8 um.
- Setup repair after global routing left no endpoint under its margin.
- Per the detail_route log, met2 wirelength is 2.13 mm.
- The worst setup path is launched from a primary input.
- The critical path arrival reads 3.77 ns.
- The length of routed met3 wiring is 184 um.
- TritonCTS built the clock tree.
- The instance tally after logic synthesis reads 225.
- Per the layout area report, the combinational gate area comes to 1220 um^2.
- Buffers inserted to repair hold after CTS numbered 0.
- The overall via count from detail_route reads 1,782.
- After clock tree synthesis, the setup repair step added 0 buffers.
- The routed design shows a via density per instance of 5.32.
- The net switching power figure is 0.0882 mW.
- The cell area after layout reads 2620 um^2.
- The switching part of the total is 0.221.
- The number of antenna violations at the first check in global routing is 0.
- The share of flip-flops with an asynchronous set or reset reads 0.
- The number of ports placed on the die boundary is 60.
- In this design, the critical path's most frequently occurring cell is sky130_fd_sc_hd__clkdlybuf4s50_1.
- The ratio of cells with drive above 1 in the final layout is 0.0813.
- The top achievable clock speed is 201 MHz.
- The mapped netlist covers 1890 um^2.
- The combined global-route utilization of all metal layers is 0.214.
- The number of DRC violations after detailed routing reads 0.
- The number of instances on the worst hold path is 2.
- After synthesis the netlist holds a flip-flop and latch count of 29.
- The required arrival time at the worst endpoint reads 4.88 ns.
- The first-pass iteration count of the detailed router is 20.
- The category of the worst setup path capture point reads an output port.
- After layout, the minimum clock period comes to 4.99 ns.
- The critical path goes through clkdlybuf4s50_1 -> nor4_2 -> nand4_2 -> or4_1 -> o21ai_2 -> and2_1 -> clkdlybuf4s50_1.
- For reference, the top cells by area after synthesis are sky130_fd_sc_hd__dfxtp_1, sky130_fd_sc_hd__mux2i_1, sky130_fd_sc_hd__ha_1.
- For this run, the slowest stage of the critical path takes 0.75 ns.
[Yosys cell counts (2+ instances only)]
cell type,count
sky130_fd_sc_hd__a211o_1,2
sky130_fd_sc_hd__a21oi_1,18
sky130_fd_sc_hd__a31oi_1,6
sky130_fd_sc_hd__and3_1,3
sky130_fd_sc_hd__buf_2,2
sky130_fd_sc_hd__clkbuf_1,8
sky130_fd_sc_hd__dfxtp_1,29
sky130_fd_sc_hd__ha_1,10
sky130_fd_sc_hd__inv_1,14
sky130_fd_sc_hd__mux2i_1,13
sky130_fd_sc_hd__nand2_1,20
sky130_fd_sc_hd__nand2b_1,2
sky130_fd_sc_hd__nand3_1,7
sky130_fd_sc_hd__nand4_1,3
sky130_fd_sc_hd__nand4b_1,2
sky130_fd_sc_hd__nor2_1,23
sky130_fd_sc_hd__nor2b_1,2
sky130_fd_sc_hd__nor3_1,7
sky130_fd_sc_hd__nor4_2,5
sky130_fd_sc_hd__nor4_4,3
sky130_fd_sc_hd__nor4b_4,2
sky130_fd_sc_hd__o211ai_1,7
sky130_fd_sc_hd__o21ai_0,11
sky130_fd_sc_hd__o22a_1,2
sky130_fd_sc_hd__or4_1,2
sky130_fd_sc_hd__xnor2_1,5
[final cells by class]
type | instances | share of cell area
well taps | 52 | 0.0248
flip-flops and latches | 29 | 0.222
multi-input cells | 171 | 0.467
repair buffers | 62 | 0.234
clock buffers | 7 | 0.0330
inverters | 14 | 0.0201
[state kept, by name, indices dropped and copies added (netlist names)]
register	count
wwdg_cr	8
wwdg_st	1
wwdg_pr_cnt	3
wwdg_pr_thr	3
wwdg_window_err	1
wwdg_cfg	10
w_state	3
[power by group through the flow]
stage                 Clock, mW  Sequential, mW  Combinational (mW)
final                     0.160           0.191              0.0489
after global routing      0.175           0.191              0.0527
after CTS                 0.162           0.191              0.0491
[worst paths after layout]
| check | from | endpoint | slack [ns] |
|---|---|---|---|
| hold reg to reg | w_state[0]$_DFF_P_ | w_state[2]$_DFF_P_ | 0.44 |
| hold / removal | w_state[0]$_DFF_P_ | w_state[2]$_DFF_P_ | 0.44 |
| setup reg to reg | wwdg_cr[6]$_SDFF_PP1_ | wwdg_cr[6]$_SDFF_PP1_ | 4.08 |
| setup / recovery | adr_m2s[5] | wwdg_ewi | 1.11 |
[stage by stage]
stage | setup WS, ns | util | power (mW) | hold WS [ns] | cells
after floorplan | 2.30 | - | 0.206 | 0.405 | 225
after CTS | 1.08 | 0.590 | 0.402 | 0.430 | 335
after global placement | 1.11 | 0.570 | 0.244 | 0.416 | 328
final | 1.11 | 0.590 | 0.399 | 0.436 | 335
after global routing | 0.931 | 0.590 | 0.418 | 0.444 | 335
after detailed placement | 1.09 | 0.570 | 0.244 | 0.416 | 328
[cells by family (layout without fill, tap and decap cells)]
logic type               after synthesis  count (layout)  share of synthesized area
adder cells (fa/ha/maj)               10              10                     0.0662
buffers and inverters                 25              83                     0.0510
flip-flops                            29              29                      0.307
AND/OR/NAND/NOR                       90              90                      0.309
AND-OR/OR-AND                         52              52                      0.169
multiplexers                          14              14                     0.0748
XOR/XNOR                               5               5                     0.0232
[layer usage]
metal / track usage / vias to the layer above
li1: - / 938
met1: 0.333 / 808
met2: 0.339 / 36
met3: 0.0260 / 0
met4: 0.0200 / 0
met5: 0 / -
[critical path: cells and delay by family]
family,cells,cell delay (ns)
AND-OR/OR-AND,1,0.20
buffers and inverters,2,0.87
AND/OR/NAND/NOR,4,1.47
[cell usage in the layout, fill, tap and decap left out, types with 2 or more instances in the layout]
master / count
sky130_fd_sc_hd__ha_1: 10
sky130_fd_sc_hd__nand3_1: 7
sky130_fd_sc_hd__a31oi_1: 6
sky130_fd_sc_hd__a21oi_1: 18
sky130_fd_sc_hd__inv_1: 14
sky130_fd_sc_hd__nand2_1: 20
sky130_fd_sc_hd__nor3_1: 7
sky130_fd_sc_hd__nor2_1: 23
sky130_fd_sc_hd__a211o_1: 2
sky130_fd_sc_hd__clkdlybuf4s50_1: 59
sky130_fd_sc_hd__nand2b_1: 2
sky130_fd_sc_hd__o21ai_0: 11
sky130_fd_sc_hd__or4_1: 2
sky130_fd_sc_hd__nor2b_1: 2
sky130_fd_sc_hd__and3_1: 3
sky130_fd_sc_hd__o22a_1: 2
sky130_fd_sc_hd__nand4b_1: 2
sky130_fd_sc_hd__o211ai_1: 7
sky130_fd_sc_hd__xnor2_1: 5
sky130_fd_sc_hd__nand4_1: 3
sky130_fd_sc_hd__clkbuf_8: 6
sky130_fd_sc_hd__mux2i_1: 13
sky130_fd_sc_hd__nor4_4: 4
sky130_fd_sc_hd__buf_4: 3
sky130_fd_sc_hd__nor4b_4: 2
sky130_fd_sc_hd__nor4_2: 4
sky130_fd_sc_hd__dfxtp_1: 29
Power figures rest on the tool's default switching activity, not on a simulated workload.
